==> design/flow/design.v <==
module mux3to1(
  input[1:0] select,
  input[31:0] input_1,
  input[31:0] input_2,
  input[31:0] input_3,
  output[31:0] output_32 
);
  reg[31:0] output_32;
  always @(*)
  begin
    case(select)
      2'b00:
        output_32 = input_1;
      2'b01:
        output_32 = input_2;
      2'b10:
        output_32 = input_3;
      2'b11:
        output_32 = 32'bx;
    endcase
  end
endmodule
module mux2to1(
  input select,
  input[31:0] input_1,
  input[31:0] input_2,
  output[31:0] output_32 
);
  reg[31:0] output_32;
  always @(*)
  begin
    case(select)
      1'b0:
        output_32 = input_1;
      1'b1:
        output_32 = input_2;
    endcase
  end
endmodule
==> design/flow/run.sh <==
#!/bin/bash
# OpenROAD 26Q1-2900-gdf79404cd8, Yosys 0.63+post, stock flow scripts
make -C /OpenROAD-flow-scripts/flow DESIGN_CONFIG=/design/flow/config.mk WORK_HOME=/design/flow/orfs finish
==> design/flow/config.mk <==
export PLATFORM = sky130hd
export DESIGN_NAME = mux3to1
export DESIGN_NICKNAME = mux3to1
export VERILOG_FILES = /design/flow/design.v
export SDC_FILE = /design/flow/constraint.sdc
export NUM_CORES = 4
export LEC_CHECK = 1
export CORE_AREA = 10 10 71 71
export DIE_AREA = 0 0 81 81
==> design/flow/constraint.sdc <==
current_design mux3to1

set clk_period 3.9
set clk_io_pct 0.2

create_clock -name clk0 -period $clk_period

set non_clock_inputs [all_inputs -no_clocks]
set_input_delay [expr $clk_period * $clk_io_pct] -clock clk0 $non_clock_inputs
set_output_delay [expr $clk_period * $clk_io_pct] -clock clk0 [all_outputs]
==> results.toml <==
# flow metrics
[drt]
wl_per_cell_um = 15.7
final_antenna_net_count = 0
routed_wl_um = 4450
viasPerCell = 4.51
vias = 1275
n_antenna_cell = 0
drt_iter0_drc = 46
drc = 0
drt_pass1_iterations = 4

[final_layout]
regArea_um2 = 0
areaGrowthSynthToFinish_pct = 209
clkbuf_count = 0
seq_cell_count = 0
drive_gt1_share_pct = 2.55

[logic_synthesis]
netlist.area_leader.share_pct = 37.7
ys_cells = 113
synth_cell_type_count = 8
ys.warnings.count = 1
ys_area_um2 = 637
synthTopCellsByCount = "a22oi_1 (32), nand2_1 (32), o21ai_1 (30)"
syn_area_per_cell_um2 = 5.64
yosysSeqAreaShare_pct = 0
synthCells = 113
synth_area_leader_cell = "a22oi_1"
top_cells_by_area = "a22oi_1 (38%), o21ai_1 (24%), nand2_1 (19%)"
synth_area_um2 = 637

[timing]
slew_headroom_pct = 78.5
slew_violations = 0
period_needed_ns = 3.38
setup_viol = 0
worst_pin_slew_ns = 0.323
hold_viol = 0
rsz0062_at_grt = "no"
fmaxAchievable_mhz = 295
setup_tns_ns = 0
finalCritPeriodShare_pct = 86.8

[floorplanning]
die_y_um = 81
core_area_mm2 = 0.00363
rows = 22
initCoreUtil_pct = 17.5
die_width_um = 81
die_area_mm2 = 0.00656
ios = 130

[power]
pwr_density_cell_mw_per_mm2 = 124
ir_drop_uv = 51.3
total_power_uw = 245
p_leak_uw = 0.000724

[job]
drv_cap = 0
warnings = 33

[hold_path]
min_from = "input_1[3]"
holdPathStages = 4
hold_class = "primary input to primary output"
min_to = "output_32[3]"

[place]
io_buffers = 130
hpwl_um = 3790
gp_congestion = 0.789

[critical_path]
worstSetupStartpointType = "primary input"
cp_data_arrival_time_ns = 2.60
cp_slowest_cell = "clkdlybuf4s50_1"
crit_type = "primary input to primary output"
cp_top_family = "buffers and inverters"
cp-end-kind = "primary output"
path_max_fanout = 36
cpPeakStageDelay_ns = 0.49
crit_required_ns = 3.12
crit_path_frequent_cell = "clkdlybuf4s50_1"
path_cells = "clkdlybuf4s50_1 -> inv_1 -> ha_2 -> buf_4 -> nand2_1 -> o21ai_1 -> clkdlybuf4s50_1"
path_buffers = 4

[clocking]
ctsHoldBuffers = 0
post_cts_buffers = 0
ctsResizeCount = 0

[grt]
grt_pass1_wl_um = 6690
overflow = 0
grt_antenna_before_repair = 0
grt_max_degree = 37
grt_pass1_vias = 1291
grt_use_total_pct = 12.5

[outcome]
status = "finished, final reports clean"
[per-stage QoR]
stage | utilization (%) | std cells | hold WS, ns | area, µm² | setup slack, ns
finish | 54.1 | 283 | 2.47 | 1970 | 0.515
global route | 54.1 | 283 | 2.50 | 1970 | 0.343
CTS | 54.1 | 283 | 2.48 | 1970 | 0.496
detailed placement | 54.1 | 283 | 2.47 | 1970 | 0.498
global placement | 54.1 | 283 | 2.47 | 1970 | 0.528
floorplan | - | 113 | 1.62 | 637 | 1.64
[layout make-up]
class	instances	area (µm²)
well taps	48	60.1
repair buffers	135	1350
inverters	2	7.51
multi-input cells	98	548
fillers	330	1670
[worst max-delay path by stage]
stage         startpoint       endpoint  cells past startpoint
CTS            select[0]  output_32[24]                      7
global route   select[0]  output_32[15]                      7
finish         select[0]  output_32[15]                      7
[tightest hold or removal path: stages]
cell,delay [ns]
clkdlybuf4s50_1,0.39
nand2_1,0.06
o21ai_1,0.05
clkdlybuf4s50_1,0.40
[logic make-up after synthesis]
| family | after synthesis | share of synthesized area, % |
|---|---|---|
| compound gates | 64 | 62.9 |
| fa+ha+maj | 2 | 3.93 |
| simple gates | 32 | 18.9 |
| buf+inv | 15 | 14.3 |
[where the power goes]
| group | internal [µW] | switching, µW |
|---|---|---|
| combinational | 175 | 69.7 |
| sequential | 0 | 0 |
| clock | 0 | 0 |
[layer usage]
metal	vias to the layer above	wire, µm	GRT usage, %
met5	-	0	0
met4	0	0	0
met3	0	538	4.68
met2	71	2160	22.3
met1	539	1760	14.9
li1	665	-	-
[placed cells by master (no fill, tap or decap)]
cell             Yosys  layout
ha_2                 0       1
nand2_1             32      32
o21ai_1             30      30
inv_1                2       2
clkdlybuf4s50_1      0     130
o21ai_0              2       2
a22oi_1             32      32
ha_1                 2       1
buf_12               0       1
buf_4                0       4
No activity file was given, so power comes from the tool's default toggle rates.
