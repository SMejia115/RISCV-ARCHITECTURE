File: /design/flow/run.sh
#!/bin/bash
# OpenROAD 26Q1-2900-gdf79404cd8, Yosys 0.63+post, stock flow scripts
make -C /OpenROAD-flow-scripts/flow DESIGN_CONFIG=/design/flow/config.mk WORK_HOME=/design/flow/orfs finish
File: /design/flow/config.mk
export PLATFORM = sky130hd
export DESIGN_NAME = pc
export DESIGN_NICKNAME = pc
export VERILOG_FILES = /design/flow/design.v
export SDC_FILE = /design/flow/constraint.sdc
export NUM_CORES = 4
export LEC_CHECK = 1
export CORE_AREA = 10 10 88 88
export DIE_AREA = 0 0 98 98
File: /design/flow/constraint.sdc
current_design pc

set clk_period 1.1
set clk_io_pct 0.2

create_clock -name clk0 -period $clk_period [get_ports {clk}]

set non_clock_inputs [all_inputs -no_clocks]
set_input_delay [expr $clk_period * $clk_io_pct] -clock clk0 $non_clock_inputs
set_output_delay [expr $clk_period * $clk_io_pct] -clock clk0 [all_outputs]
File: /design/flow/design.v
module pc (
  input[31:0] next_address,
  input clk,
  input reset,
  input[31:0] initial_address,
  output reg[31:0] address
);
  always @(posedge clk) begin
    if (reset == 1'b1)
      address = initial_address;
    else 
      address = next_address;
  end
endmodule
==> summary.txt <==
Antenna Cells: 0
Status: completed
CP Capture Type: primary output
Router iterations before antenna repair: 4
Largest net degree at the start of global routing: 21
Post-Syn Instances: 68
Final Cycle Share: 96.3%
Peak VDD IR: 0.000430 V
Register area share after synthesis: 54.1%
Max-Cap Viols: 0
WS Path Type: flop to primary output
Final hold viol count: 0
Final Max Tran Viols: 0
Htree depth: 2
Synth unique cells: 5
CTS tree: done
CORE AREA: 0.00592 sq mm
Critical path depth in cells: 1
PnR Total Power: 2.71 mW
Floorplan Utilization: 20.0%
Final TNS setup: 0 ns
GP Congestion: 0.749
CP delay by family, top: flip-flops
Port buffer count: 97
Critical path startpoint category: flop
First-pass GRT wire length: 5400 um
Leak pwr: 1.01 nW
Hold EP: address[29]$_DFF_P_
Yosys cell count: 68
Synth warn: 1
Pwr/cell area: 1200 mW/mm^2
Antenna violations before repair: 0
Max FFs per register: 32
Layout area overhead: 90.4%
Final global-route overflow total: 0
Cell area after synthesis: 0.00118 sq mm
Slowest cell on the critical path: dfxtp_1
Log Warnings: 25
Layout cell share with drive strength beyond 1: 25.1%
I/O Pins: 98
Worst Slack Setup Final: 0.0408 ns
Global Route Usage Sum: 7.06%
Peak fanout along the critical path: 1
DRC viols: 0
Fillers: 573
Hold path cells: 2
Drt initial violations: 13
DP HPWL: 2990 um
Yosys reg bits: 32
Via-to-Cell Ratio: 3.46
WL per Instance: 14.4 um
RSZ-0062 raised after global routing: false
Rows: 28
Hold-fix buffer count after cts: 0
F_max: 944 MHz
Final setup fails: 0
Clock sinks: 32
Post-CTS Setup Inserts: 0
Vias in the first global route: 959
Min cycle time layout: 1.06 ns
Yosys Chip Area: 0.00118 sq mm
HP Class: input port to flop
Max-slew headroom: 86.8%
CTS Buf Count: 5
Slew @ Worst Pin: 0.198 ns
Req. time, crit path: 0.88 ns
Synthesized area per cell: 17.4 sq um
Via count: 850
Clock-pin slew on the worst setup and hold paths: 0.06 ns
Worst-path cell chain: dlygate4sd2_1
Final ANT Viol Nets: 0
Die Wd: 98 um
Root buffer cell: clkbuf_8
Worst Min Path Start: reset
Post-place setup slack: 0.0374 ns
Non-Filler Instances: 246
Placed cell count: 238
Die ar.: 0.00960 sq mm
CP max stage delay: 0.30 ns
Die Ht: 98 um
Worst EP arrival: 0.84 ns
Total Wirelength: 3530 um
CTS max path bufs: 2
Buf+Inv Stages, Crit Path: 1
routing by layer:
layer	global-route usage [%]	routed length, um
met4	1.23	42
met1	7.94	1370
met3	3.77	378
met5	0	0
met2	11.7	1740
timing repair:
action	4_1_cts	5_1_grt
cloned	0	0
hold endpoints to repair	0	0
resized	34	2
endpoints found under the setup margin	32	2
cell families after synthesis:
| family | after synthesis | synth area share, % |
|---|---|---|
| flip-flops | 32 | 54.1 |
| buffers and inverters | 4 | 6.02 |
| multiplexers | 32 | 39.9 |
cell usage after synthesis:
library cell	count	area share, %
buf_12	3	5.1
buf_6	1	0.95
mux2_4	30	38
dfxtp_1	32	54
mux2_2	2	1.9
layout by cell type, fill, tap and decap left out:
master           count
clkbuf_8             6
clkdlybuf4s50_1     64
dfxtp_2              2
mux2_4              30
dlygate4sd2_1       30
buf_2                1
buf_4                1
dfxtp_1             30
mux2_2               2
buf_12               1
clkdlybuf4s15_1      2
clkbuf_1             2
how the worst max path moves through the flow:
| stage | end | start | slack (ns) |
|---|---|---|---|
| 4_1_cts | address[30] | address[30]$_DFF_P_ | 0.01 |
| 5_1_grt | address[29] | address[29]$_DFF_P_ | 0.001 |
| 6_report | address[29] | address[29]$_DFF_P_ | 0.04 |
per-stage QoR:
| stage | hold WS, ns | utilization, % | cell area, sq um |
|---|---|---|---|
| finish | 0.272 | 38.1 | 2260 |
| floorplan | 0.363 | - | 1180 |
| global placement | 0.555 | 37.2 | 2200 |
| CTS | 0.264 | 38.1 | 2250 |
| detailed placement | 0.562 | 37.2 | 2200 |
| global route | 0.264 | 38.1 | 2260 |
final cells by class:
cell class	count	area, sq um	share of cell area [%]
Clock buffer	8	90.1	3.99
Multi-Input combinational cell	32	473	21.0
Sequential cell	32	643	28.5
Tap cell	75	93.8	4.16
Timing Repair Buffer	99	956	42.4
report_power, final:
| group | leakage (nW) | switching, mW | internal [mW] | total [mW] |
|---|---|---|---|---|
| registers | 0.270 | 0.0184 | 1.25 | 1.27 |
| clock network | 0.0455 | 0.403 | 0.510 | 0.912 |
| logic | 0.690 | 0.100 | 0.424 | 0.524 |
| total | 1.01 | 0.521 | 2.19 | 2.71 |
Power and IR drop assume default switching activity.
