`flow/design.v`:
```
module alu(
  input[31:0] operand1,  
  input[31:0] operand2,  
  input[2:0] func3, 
  input subsra,
  output[31:0] result
);
  wire[31:0] operand1;
  wire[31:0] operand2;
  wire[2:0] func3;
  wire subsra;
  reg[31:0] result;
  wire[31:0] sum_result;
  wire[31:0] diff_result;
  wire[31:0] and_result;
  wire[31:0] or_result;
  wire[31:0] xor_result;
  wire[31:0] lt_result;
  wire[31:0] shl_result;
  wire[31:0] shr_result;
  wire[31:0] shra_result;
  assign sum_result = operand1 + operand2;
  assign diff_result = operand1 - operand2;
  assign and_result = operand1 & operand2;
  assign or_result = operand1 | operand2;
  assign xor_result = operand1 ^ operand2;
  assign lt_result = operand1 < operand2;
  assign shl_result = operand1 << operand2;
  assign shr_result = operand1 >> operand2;
  assign shra_result = operand1 >>> operand2;
  always @*
    begin
      case(func3)
        3'b000:
          if (subsra)
            result = diff_result; 
          else
            result = sum_result;  
        3'b001:  
          result = shl_result;
        3'b010:  
          if (operand1[31] == 1 && operand2[31] == 0)
            result = 1;
          else if (operand1[31] == 0 && operand2[31] == 1)
            result = 0;
          else if (operand1[31] == operand2[31])
            result = lt_result;
          else
            result = 0;
        3'b011:  
          result = lt_result;
        3'b100:  
          result = xor_result;
        3'b101: 
          if (subsra)  
            result = shra_result;
       	  else  
            result = shr_result;
        3'b110:  
          result = or_result;
        3'b111:  
          result = and_result;
      endcase
    end
endmodule
```
`flow/run.sh`:
```
#!/bin/bash
# OpenROAD 26Q1-2900-gdf79404cd8, Yosys 0.63+post, stock flow scripts
make -C /OpenROAD-flow-scripts/flow DESIGN_CONFIG=/design/flow/config.mk WORK_HOME=/design/flow/orfs finish
```
`flow/config.mk`:
```
export PLATFORM = sky130hd
export DESIGN_NAME = alu
export DESIGN_NICKNAME = alu
export VERILOG_FILES = /design/flow/design.v
export SDC_FILE = /design/flow/constraint.sdc
export NUM_CORES = 4
export LEC_CHECK = 1
export CORE_UTILIZATION = 30
```
`flow/constraint.sdc`:
```
current_design alu

set clk_period 17.0
set clk_io_pct 0.2

create_clock -name clk0 -period $clk_period

set non_clock_inputs [all_inputs -no_clocks]
set_input_delay [expr $clk_period * $clk_io_pct] -clock clk0 $non_clock_inputs
set_output_delay [expr $clk_period * $clk_io_pct] -clock clk0 [all_outputs]
```
==> tab_implementation.tex <==
% Synthesis and place-and-route results
\begin{tabular}{lr}
\hline
Metric & Value \\
\hline
\multicolumn{2}{l}{\textbf{Timing}} \\
Slew at the pin closest to its max-slew limit & between 0.9 and 1 ns \\
Final setup margin & 5.60 ns \\
Minimum clock period after layout & 11.40 ns \\
Period utilization & 67.1\% \\
Maximum clock frequency & roughly 88 MHz \\
Setup repair after global routing missed its margin & no \\
Headroom to the max-slew limit & between 30 and 40\% \\
Final setup violating endpoints & 0 \\
Post-route setup TNS & 0 ns \\
Number of hold-slack violations in the final timing report & 0 \\
Fin. max-slew vios & 0 \\
\multicolumn{2}{l}{\textbf{Power and ir drop}} \\
Combinational cell fraction of total power & 100.0\% \\
Standby leakage power & 3.88 nW \\
Worst voltage drop across the vdd grid & 0.0000137 V \\
Pint & 0.114 mW \\
Relative contribution of the clock network to total power & 0\% \\
Switching part of the total power & 61.5\% \\
Register share of total power & 0\% \\
PwrDens & 31.2 nW/um\^{}2 \\
Switching power total & 0.182 mW \\
\multicolumn{2}{l}{\textbf{Finish}} \\
Sequential cell area & 0 sq um \\
Final Non-Filler Cells & 1678 \\
Final Core Density & 35.1\% \\
Share of final-layout standard cells stronger than drive strength 1 & 5.68\% \\
Flop count & 0 \\
Most common logic cells in the final layout & sky130\_fd\_sc\_hd\_\_nor2\_1, sky130\_fd\_sc\_hd\_\_a21oi\_1, sky130\_fd\_sc\_hd\_\_nand2\_1 \\
Non-Filler Cell Area, Final & 9480 sq um \\
Area added between synthesis and finish & 14.1\% \\
Dominant logic cell type in the layout & sky130\_fd\_sc\_hd\_\_nor2\_1 \\
Layout clock buffer count & 0 \\
\multicolumn{2}{l}{\textbf{Die}} \\
Core Footprint & 27000 sq um \\
Horizontal die size & 168 um \\
Core Density at Floorplan & 30.7\% \\
I/O pin count & 100 \\
Row cnt & 60 \\
Chip area & about 28000 sq um \\
Height of the chip & between 150 and 200 um \\
\multicolumn{2}{l}{\textbf{Yosys}} \\
Mean Syn Cell Area & 6.30 sq um \\
\# Cells Yosys & $\sim$1300 \\
Number of instances in the synthesized netlist & 1319 \\
Distinct lib cells used & 76 \\
Sequential element share of the synthesized area & 0\% \\
Syn Std Cell Area & 8310 sq um \\
Chip area estimate from yosys synthesis & 8310 sq um \\
Warning count from the yosys run & 1 \\
\multicolumn{2}{l}{\textbf{Placed design}} \\
Cell area after placement & 9480 sq um \\
HPWL Detailed & 32900 um \\
Buffers added on ports & 100 \\
Pre-CTS setup slack & 5.68 ns \\
Final RePlAce weighted congestion & 1.03 \\
Cell total after placement & 1678 \\
\multicolumn{2}{l}{\textbf{CTS}} \\
Count of cells resized by post-cts repair & 0 \\
Post-CTS Repair Setup Buffers & 0 \\
\# hold bufs at CTS & 0 \\
\multicolumn{2}{l}{\textbf{Global routing}} \\
Global-route usage over all layers & 29.0\% \\
Number of global-route vias before repair & 9514 \\
Number of antenna violations at the first check in global routing & 0 \\
Overflow left after global routing & 0 \\
Maximum number of pins on one net before global-route repair & 84 \\
First-pass GRT wire length & $\sim$60000 um \\
\multicolumn{2}{l}{\textbf{Critical path}} \\
Critical setup path kind & input pin to primary output \\
CP max stage cell & sky130\_fd\_sc\_hd\_\_a311oi\_1 \\
Critical path startpoint category & input pin \\
Largest stage delay on the critical path & 0.67 ns \\
Critical Path End Type & primary output \\
Arrival time reported for the critical path endpoint & 8.00 ns \\
Count of buffer and inverter cells on the critical path & 4 \\
Crit Path Max Fanout & 41 \\
Cell class contributing the biggest share of worst-path delay & AND-OR/OR-AND gates \\
Critical-path cell list & clkdlybuf4s50\_1, buf\_4, clkinv\_1, ha\_1, nor2\_1, o211ai\_1, a311oi\_1, a41oi\_1, o21ai\_2, a21oi\_1, a221oi\_2, mux2\_1, o211ai\_1, clkdlybuf4s50\_1 \\
Endpoint required time on the critical path & 13.60 ns \\
\multicolumn{2}{l}{\textbf{Run status}} \\
Result of the run & finished, final reports clean \\
\multicolumn{2}{l}{\textbf{Detailed routing}} \\
Via total after detailed routing & between 10000 and 15000 \\
First DRT Iteration DRCs & between 1000 and 1500 \\
Total detailed-routing wirelength & 41200 um \\
Total iterations of the first detailed-routing run & 6 \\
Average wire per cell in the routed design & roughly 25 um \\
Number of nets with antenna violations after detailed routing & 0 \\
Number of vias per cell after detailed routing & 6.15 \\
\# DRC & 0 \\
Number of diodes & 0 \\
\multicolumn{2}{l}{\textbf{Hold path}} \\
Kind of path behind the tightest hold check & input pin to primary output \\
\multicolumn{2}{l}{\textbf{Flow run}} \\
Count of maximum capacitance violations & 0 \\
Number of warnings the tools reported & between 90 and 100 \\
\hline
\end{tabular}
==> tightest hold or removal path, cell delays in order <==
cell                              delay [ns]
sky130_fd_sc_hd__buf_2                  0.09
sky130_fd_sc_hd__buf_4                  0.28
sky130_fd_sc_hd__a21oi_1                0.19
sky130_fd_sc_hd__a21oi_1                0.08
sky130_fd_sc_hd__clkdlybuf4s50_1        0.39
==> final cells by class <==
type,instances,area [sq um]
multi-input cells,1114,7520
fillers,2988,17500
inverters,96,360
repair buffers,127,1180
well taps,341,427
==> logic make-up after synthesis <==
group,after synthesis,synth area share (%)
fa+ha+maj,99,15.1
xor+xnor,27,2.85
simple gates,403,21.4
mux,85,11.7
buf+inv,205,9.53
compound gates,500,39.4
==> power groups by stage <==
stage	clock network [mW]	registers, mW	logic [mW]
6_report	0	0	0.296
5_1_grt	0	0	0.320
4_1_cts	0	0	0.290
==> metrics by stage <==
stage	total power [mW]	hold slack [ns]
2_1_floorplan	0.180	6.98
3_3_place_gp	0.290	7.87
3_5_place_dp	0.289	7.87
4_1_cts	0.290	7.87
5_1_grt	0.320	7.95
6_report	0.296	7.88
==> final timing paths <==
kind / slack [ns] / endpoint / startpoint / depth (start not counted)
max: 5.60 / result[28] / operand2[4] / 14
min: 7.88 / result[1] / subsra / 5
==> synthesized netlist by cell type (11+ instances only) <==
library cell               count  share of area, %
sky130_fd_sc_hd__clkbuf_1     80               3.6
sky130_fd_sc_hd__o21ai_0     102               6.1
sky130_fd_sc_hd__a22oi_1      13               1.2
sky130_fd_sc_hd__xnor2_1      20               2.1
sky130_fd_sc_hd__a21oi_1     128               7.7
sky130_fd_sc_hd__a31oi_1      19               1.4
sky130_fd_sc_hd__mux2i_1      61               7.4
sky130_fd_sc_hd__nor2b_1      13              0.98
sky130_fd_sc_hd__o21ai_1      18               1.1
sky130_fd_sc_hd__o31ai_1      13               1.2
sky130_fd_sc_hd__a21o_1       15               1.4
sky130_fd_sc_hd__nor3_1       29               1.7
sky130_fd_sc_hd__o221ai_1     11               1.2
sky130_fd_sc_hd__buf_1        13              0.59
sky130_fd_sc_hd__o22ai_1      16               1.2
sky130_fd_sc_hd__nand3_1      21               1.3
sky130_fd_sc_hd__o211ai_1     13               1.2
sky130_fd_sc_hd__mux2_2       15               2.0
sky130_fd_sc_hd__nand2_1     117               5.3
sky130_fd_sc_hd__a211oi_1     47               4.2
sky130_fd_sc_hd__a221oi_1     20               2.1
sky130_fd_sc_hd__nor2_1      163               7.4
sky130_fd_sc_hd__buf_2        15              0.90
sky130_fd_sc_hd__inv_1        91               4.1
sky130_fd_sc_hd__nand2b_1     13              0.98
sky130_fd_sc_hd__ha_1         97                15
sky130_fd_sc_hd__o21bai_1     12               1.1
==> layer usage <==
layer | share of wire [%] | vias to the layer above | GRT usage (%)
met5 | 0 | - | 0
met1 | 45 | 4906 | 42.3
li1 | - | 4861 | -
met4 | 3.1 | 0 | 8.22
met3 | 10 | 50 | 7.21
met2 | 42 | 496 | 42.0
No activity file was given, so power comes from the tool's default toggle rates.
